<file path="flow/run.sh">
#!/bin/bash
# OpenROAD 26Q1-2900-gdf79404cd8, Yosys 0.63+post, stock flow scripts
make -C /OpenROAD-flow-scripts/flow DESIGN_CONFIG=/design/flow/config.mk WORK_HOME=/design/flow/orfs finish
</file>
<file path="flow/config.mk">
export PLATFORM = sky130hd
export DESIGN_NAME = muxRegtoAlu
export DESIGN_NICKNAME = muxRegtoAlu
export VERILOG_FILES = /design/flow/design.v
export SDC_FILE = /design/flow/constraint.sdc
export NUM_CORES = 4
export LEC_CHECK = 1
export CORE_AREA = 10 10 83 83
export DIE_AREA = 0 0 93 93
</file>
<file path="flow/constraint.sdc">
current_design muxRegtoAlu

set clk_period 1.0
set clk_io_pct 0.2

create_clock -name clk0 -period $clk_period

set non_clock_inputs [all_inputs -no_clocks]
set_input_delay [expr $clk_period * $clk_io_pct] -clock clk0 $non_clock_inputs
set_output_delay [expr $clk_period * $clk_io_pct] -clock clk0 [all_outputs]
</file>
<file path="flow/design.v">
module muxRegtoAlu (
    input Alusrc1,Alusrc2,
    input [31:0]readData1, 
    input [31:0]PC,  
    input [31:0]readData2, 
    input [31:0]immediate, 
    output wire [31:0]adder1,
    output wire [31:0]adder2 
);
assign adder2=Alusrc2?immediate:readData2;
assign adder1=Alusrc1?PC:readData1;
endmodule  
</file>
==> results.yml <==
# flow metrics
power:
  ir_worst_vdd_mv: 0.199
  cellPowerDensity_nw_per_um2: 406
  clockPowerShare_pct: 0
  internal-power_uw: 999
  comb_power_share_pct: 100.0
  power_leakage_uw: 0.00180
  seqPwrFrac_pct: 0
  power.share.switching_pct: 23.1
  p_switching_uw: 300
worst_setup_path:
  worstSetupPathType: "in -> out"
  critical-path-max-stage-delay_ns: 0.29
  cp.required_ns: 0.80
  worstPathCellList: "buf_12, buf_12, buf_12, mux2_4, buf_6"
  crit_top_cell: "buf_12"
  slowest_stage: "mux2_4"
  arrival_ns: 0.99
  worstSetupEndpointType: "primary output"
  start_kind: "primary input"
  cp_num_buf_inv: 4
  critical_path.top_delay_family: "buffers and inverters"
  cp_max_fo: 5
cells_and_area:
  finalCoreUtilization_pct: 62.3
  area_delta_synth_final_pct: 194
  drive_gt1_share_pct: 52.8
  register_area_sq_um: 0
  lay_top_count: "dlygate4sd2_1"
  nClkBuffers: 0
  ff_count: 0
  final_layout_top_logic_cells: "dlygate4sd2_1, mux2_4, buf_6, buf_2, dlymetal6s2s_1"
  postLayoutCellArea_sq_um: 3200
  fin_cells: 342
timing:
  rsz0062_at_grt: "yes"
  finalMaxSlewViolations: 0
  period_used_pct: 119
  relSlewSlack_pct: 94.7
  whs_ns: 0.696
  fin_crit_ns: 1.19
  finalHoldViolations: 0
  fin_ws_ns: -0.189
  tightestPinTransition_ns: 0.0790
  max_freq_ghz: 0.841
  setup_viol: 64
place:
  dp.cells: 334
  port_buffers: 194
  dpl_cell_area_sq_um: 3060
  pre_cts_slack_ns: -0.530
  routabilityCongestion: 0.819
  dp.final_hpwl_microns: 6390
route:
  ant_nets: 0
  wire_per_inst_microns: 20.3
  detail_route.first_pass.iterations: 2
  vias: 1357
  via_per_inst: 3.97
  drc: 0
  drt-initial-drc-count: 25
  routed_wl_microns: 6950
global_route:
  grt_pass1_vias: 1523
  gr-usage-all-layers_pct: 14.6
  overflow: 0
  antenna_found_initial: 1
  grt_max_degree: 10
  grt_pass1_wl_microns: 9600
logic_synthesis:
  avgSynthCellArea_sq_um: 15.1
  synth_chip_area_sq_um: 1090
  synth_area_sq_um: 1090
  yosysCellCount: 72
  ys_seq_share_pct: 0
  netlist_instances: 72
  synth.distinct_cells: 4
  yosysWarningCount: 0
floorplanning:
  design.core.area_sq_um: 5140
  dieWidth_microns: 93
  ios: 194
  initCoreUtil_pct: 21.2
  fp-row-count: 26
  die_h_microns: 93
  chipArea_sq_um: 8650
min_path:
  hp-class: "in -> out"
  whs_endpoint: "adder1[23]"
  min_from: "readData1[23]"
  holdPathStages: 3
flow_run:
  warning_count: 35
  max_cap_viol_count: 0
run_status:
  outcome: "complete, but fails checks"
  violations: "setup timing"
-- power by group through the flow --
stage     combinational (uW)  sequential (uW)  clock (uW)
5_1_grt                 1380                0           0
4_1_cts                 1290                0           0
6_report                1300                0    0.000134
-- repair_timing --
action                                  CTS  global route
cloned                                    6             0
gates resized                           378            23
buffers inserted                          1             0
endpoints found under the setup margin   64            64
hold buffers                              0             0
-- kinds of logic after synthesis --
group | Yosys count | synth area share [%]
multiplexers | 64 | 86.9
buffers and inverters | 8 | 13.1
-- how the worst max path moves through the flow --
stage | cells past startpoint | slack, ns | to | startpoint
after CTS | 4 | -0.19 | adder1[30] | Alusrc1
after global routing | 5 | -0.21 | adder1[18] | Alusrc1
final | 5 | -0.19 | adder1[18] | Alusrc1
-- synth_stat cells --
| master | n | area (sq um) |
|---|---|---|
| mux2_4 | 60 | 901 |
| mux2_2 | 4 | 45.0 |
| buf_6 | 2 | 22.5 |
| buf_12 | 6 | 120 |
-- stage by stage --
step | setup TNS [ns] | power, uW
CTS | -6.11 | 1290
detailed placement | -31.55 | 1350
floorplan | 0 | 413
global route | -6.36 | 1380
global placement | -31.39 | 1340
finish | -5.42 | 1300
-- metal layers --
layer | GRT usage, % | vias up | routed length (microns)
li1 | - | 679 | -
met1 | 14.1 | 606 | 2260
met2 | 29.4 | 66 | 4070
met3 | 4.60 | 6 | 511
met4 | 2.06 | 0 | 109
met5 | 0 | - | 0
-- cell type report --
class | count | area (sq um)
antenna | 1 | 2.50
multi-input combinational | 64 | 961
fill | 496 | 1940
tap | 70 | 87.6
timing repair buffer | 207 | 2150
Power is estimated from default activity; no workload was simulated.
